[./config.mk]
export PLATFORM = sky130hd
export DESIGN_NAME = processing_element_avalon_interface
export DESIGN_NICKNAME = processing_element_avalon_interface
export VERILOG_FILES = /design/flow/design.v
export SDC_FILE = /design/flow/constraint.sdc
export NUM_CORES = 4
export LEC_CHECK = 1
export CORE_UTILIZATION = 40
[./constraint.sdc]
current_design processing_element_avalon_interface

set clk_period 13.9
set clk_io_pct 0.2

create_clock -name clk0 -period $clk_period [get_ports {csi_clockreset_clk}]

set non_clock_inputs [all_inputs -no_clocks]
set_input_delay [expr $clk_period * $clk_io_pct] -clock clk0 $non_clock_inputs
set_output_delay [expr $clk_period * $clk_io_pct] -clock clk0 [all_outputs]
[./design.v]
module processing_element_fsm (
    input wire clk,
    input wire rst,
    input wire start,
    input signed [7:0] image_sector_0,
    input signed [7:0] image_sector_1,
    input signed [7:0] image_sector_2,
    input signed [7:0] image_sector_3,
    input signed [7:0] image_sector_4,
    input signed [7:0] image_sector_5,
    input signed [7:0] image_sector_6,
    input signed [7:0] image_sector_7,
    input signed [7:0] image_sector_8,
    input signed [7:0] filter_value_0,
    input signed [7:0] filter_value_1,
    input signed [7:0] filter_value_2,
    input signed [7:0] filter_value_3,
    input signed [7:0] filter_value_4,
    input signed [7:0] filter_value_5,
    input signed [7:0] filter_value_6,
    input signed [7:0] filter_value_7,
    input signed [7:0] filter_value_8,
    output reg signed [31:0] result,
    output reg done
);
    wire signed [15:0] p0 = image_sector_0 * filter_value_0;
    wire signed [15:0] p1 = image_sector_1 * filter_value_1;
    wire signed [15:0] p2 = image_sector_2 * filter_value_2;
    wire signed [15:0] p3 = image_sector_3 * filter_value_3;
    wire signed [15:0] p4 = image_sector_4 * filter_value_4;
    wire signed [15:0] p5 = image_sector_5 * filter_value_5;
    wire signed [15:0] p6 = image_sector_6 * filter_value_6;
    wire signed [15:0] p7 = image_sector_7 * filter_value_7;
    wire signed [15:0] p8 = image_sector_8 * filter_value_8;
    wire signed [19:0] sum1 = p0 + p1;
    wire signed [19:0] sum2 = p2 + p3;
    wire signed [19:0] sum3 = p4 + p5;
    wire signed [19:0] sum4 = p6 + p7;
    wire signed [19:0] sum5 = sum1 + sum2;
    wire signed [19:0] sum6 = sum3 + sum4;
    wire signed [31:0] final_sum = sum5 + sum6 + p8;
    reg [1:0] state;
    parameter IDLE = 2'd0, COMPUTE = 2'd1, DONE = 2'd2;
    always @(posedge clk or posedge rst) begin
        if (rst) begin
            state <= IDLE;
            result <= 0;
            done <= 0;
        end else begin
            case (state)
                IDLE: begin
                    done <= 0;
                    if (start)
                        state <= COMPUTE;
                end
                COMPUTE: begin
                    result <= final_sum;  
                    done <= 1;
                    state <= DONE;
                end
                DONE: begin
                    done <= 1;
                    state <= IDLE;
                end
            endcase
        end
    end
endmodule
module processing_element_avalon_interface (
    input csi_clockreset_clk,
    input csi_clockreset_reset_n,
    input [7:0] avs_s1_address,
    input avs_s1_read,
    input avs_s1_write,
    input [31:0] avs_s1_writedata,
    output reg [31:0] avs_s1_readdata
);
    reg signed [7:0] img_0, img_1, img_2;
    reg signed [7:0] img_3, img_4, img_5;
    reg signed [7:0] img_6, img_7, img_8;
    reg signed [7:0] filt_0, filt_1, filt_2;
    reg signed [7:0] filt_3, filt_4, filt_5;
    reg signed [7:0] filt_6, filt_7, filt_8;
    reg start;
    wire signed [31:0] result;
    wire done;
    processing_element_fsm pe_inst (
        .clk(csi_clockreset_clk),
        .rst(~csi_clockreset_reset_n),
        .start(start),
        .image_sector_0(img_0), .image_sector_1(img_1), .image_sector_2(img_2),
        .image_sector_3(img_3), .image_sector_4(img_4), .image_sector_5(img_5),
        .image_sector_6(img_6), .image_sector_7(img_7), .image_sector_8(img_8),
        .filter_value_0(filt_0), .filter_value_1(filt_1), .filter_value_2(filt_2),
        .filter_value_3(filt_3), .filter_value_4(filt_4), .filter_value_5(filt_5),
        .filter_value_6(filt_6), .filter_value_7(filt_7), .filter_value_8(filt_8),
        .result(result),
        .done(done)
    );
    always @(posedge csi_clockreset_clk) begin
        if (!csi_clockreset_reset_n) begin
            img_0 <= 0; img_1 <= 0; img_2 <= 0;
            img_3 <= 0; img_4 <= 0; img_5 <= 0;
            img_6 <= 0; img_7 <= 0; img_8 <= 0;
            filt_0 <= 0; filt_1 <= 0; filt_2 <= 0;
            filt_3 <= 0; filt_4 <= 0; filt_5 <= 0;
            filt_6 <= 0; filt_7 <= 0; filt_8 <= 0;
            start <= 0;
        end else if (avs_s1_write) begin
            case (avs_s1_address)
                8'd0:  img_0 <= avs_s1_writedata;
                8'd1:  img_1 <= avs_s1_writedata;
                8'd2:  img_2 <= avs_s1_writedata;
                8'd3:  img_3 <= avs_s1_writedata;
                8'd4:  img_4 <= avs_s1_writedata;
                8'd5:  img_5 <= avs_s1_writedata;
                8'd6:  img_6 <= avs_s1_writedata;
                8'd7:  img_7 <= avs_s1_writedata;
                8'd8:  img_8 <= avs_s1_writedata;
                8'd9:  filt_0 <= avs_s1_writedata;
                8'd10: filt_1 <= avs_s1_writedata;
                8'd11: filt_2 <= avs_s1_writedata;
                8'd12: filt_3 <= avs_s1_writedata;
                8'd13: filt_4 <= avs_s1_writedata;
                8'd14: filt_5 <= avs_s1_writedata;
                8'd15: filt_6 <= avs_s1_writedata;
                8'd16: filt_7 <= avs_s1_writedata;
                8'd17: filt_8 <= avs_s1_writedata;
                8'd18: start  <= avs_s1_writedata[0];
            endcase
        end
    end
    always @(*) begin
        case (avs_s1_address)
            8'd30: avs_s1_readdata = result;
            8'd31: avs_s1_readdata = done;
            default: avs_s1_readdata = 32'd0;
        endcase
    end
endmodule
[./run.sh]
#!/bin/bash
# OpenROAD 26Q1-2900-gdf79404cd8, Yosys 0.63+post, stock flow scripts
make -C /OpenROAD-flow-scripts/flow DESIGN_CONFIG=/design/flow/config.mk WORK_HOME=/design/flow/orfs finish
==> metrics.cfg <==
[sta]
fmax_mhz=80.09
finalWorstPathRequiredPeriod_ns=12.49
fin_skew_ns=0.01942
post-route-period-util_pct=89.83
worst_pin_slew_ns=0.8321
finalSetupViolCount=0
finalSetupTns_ns=0
slew_headroom_pct=44.39
drv_slew=0
hold_violations=0
rsz0062_at_grt=no

[synthesis]
synthDistinctLibCells=77
syn_area_sq_um=35440
top_area_cell=fa_1
syn_inst=3783
yosysChipArea_sq_um=35440
ff_type=dfxtp_1
ys_seq_share_pct=10.74
synth_warnings=2
yosys.area.top_type_share_pct=38.13
edf_count=0
top_cell=inv_1
ys.flops=181
synth_stat.cells=3783
avgSynthCellArea_sq_um=9.368
async_reset_ff_share_pct=19.89
top_cells_by_area=fa_1, ha_1, inv_1
synthTopCellsByCount=inv_1, fa_1, and2_1

[floorplanning]
dieHeight_microns=299.7
floorplan.core_util_pct=40.60
num_rows=108
ios=76
core_sq_um=87290
dieArea_sq_um=89790
die_x_microns=299.7

[worst_hold_path]
hp-class=reg2reg
hold_start=pe_inst.state[1]
whs_path_depth=1
min_to=pe_inst.state[0]

[clock_tree]
clock_sinks=181
cts_buffer_depth=2
clock_latency_ns=0.52
cts_buffers=17
ctsHtreeMaxLevel=4
clockRootBuffer=clkbuf_16
cts_resized=0
cts-hold-fix-buffers=0
cts_tree=done
clkTransAtPathRegs_ns=0.08
post_cts_buffers=0

[flow_run]
max_cap_viol_count=0
warning_count=51

[setup_path]
cp_data_required_time_ns=14.29
critPathMaxFanout=9
worstSetupPathType=reg2reg
r2r_end=pe_inst.result[28]
worstPathArrival_ns=12.87
start_kind=flop
ff2ff_path_depth=44
worst-r2r-setup-slack_ns=1.41
crit_path_end_kind=flop
r2r-start=img_1[7]
cpMaxStageDelayCell=fa_1
cpPeakStageDelay_ns=0.56
cp_common_cell=fa_1

[grt]
grt_pass1_vias=25170
grt_usage_pct=19.52
grt_max_degree=79
grt_pass1_wl_mm=132.2
antenna_found_initial=1
globalRoute.totalOverflow=0

[routing]
first_pass_iters=7
antenna_left=0
drt_iter0_drc=830
wirelength_mm=75.88
via_per_inst=4.769
wl_per_cell_microns=15.38
vias=23530
drcViolationCount=0
antenna_cells=0

[placement]
finalWeightedCongestion=0.8930
placed_area_sq_um=37120
portBuffers=50
hpwl_mm=63.57

[layout]
regMostFlops=pe_inst.result
fin_area_sq_um=37700
syn2layout_area_growth_pct=6.390
layout-drive-gt1-share_pct=2.541
largest_reg_flops=32

[power]
p_per_area_nw_per_um2=28.88
p_seq_share_pct=47.9
p_sw_share_pct=28.34
p_int_uw=780.2
p_leak_uw=0.01990
p_comb_share_pct=5.1
vdd_drop_max_mv=0.09329
clkPwrFrac_pct=47.0
power_switching_uw=308.6

[run_status]
outcome=completed

-- area by class of cell --
class | instances | area (sq um)
multi-input combinational | 2672 | 28140
timing repair buffer | 68 | 633.1
tap | 1155 | 1445
inverter | 825 | 3097
sequential | 181 | 3806
fill | 8539 | 49590
clock inverter | 15 | 157.7
clock buffer | 17 | 425.4
-- power by group through the flow --
stage / sequential (uW) / clock (uW) / combinational [uW]
after CTS: 521 / 529 / 56.5
final: 521 / 512 / 55.5
after global routing: 522 / 549 / 60.7
-- through the flow --
stage	worst slack [ns]	cells	util, %	power, uW	hold WS, ns
5_1_grt	0.4131	4933	43.19	1132	0.5046
4_1_cts	1.214	4933	43.19	1107	0.4835
3_5_place_dp	1.356	4901	42.52	589.4	0.4517
6_report	1.414	4933	43.19	1089	0.4842
2_1_floorplan	2.636	3783	-	562.1	0.3519
3_3_place_gp	1.355	4901	42.52	589.8	0.4386
-- worst max-delay path: cells and delay by family (launching register included) --
kind,cells,cell delay [ns]
DFF,1,0.49
buffers and inverters,7,0.43
and+or+nand+nor,6,0.96
AOI/OAI and AO/OA,13,3.15
adders and majority gates,15,6.78
xor gates and xnor gates,3,0.57
-- layer usage --
metal,GRT usage [%],vias to the layer above,routed length [microns]
met4,2.527,0,1286
met5,0.2646,-,0
met2,29.18,454,33850
met1,29.76,11510,35380
li1,-,11510,-
met3,6.339,56,5360
-- cell families after synthesis --
group	share of synthesized area (%)
compound gates	6.253
xor+xnor	3.435
fa+ha+maj	49.46
buf+inv	9.861
flops	10.74
mux	4.445
simple gates	15.81
-- cell usage in the layout, fill, tap and decap left out, drive strengths merged, types with 13 or more instances in the layout --
master / count
nand2: 262
a21boi: 16
buf: 19
o21ai: 54
dfxtp: 145
dfrtp: 35
nand3: 37
o21a: 23
mux2i: 139
a21o: 50
xnor2: 108
ha: 321
a211oi: 13
nor2: 132
clkdlybuf4s50: 49
and2: 355
inv: 832
mux2: 16
nor3: 17
clkbuf: 17
xor2: 31
fa: 675
a21oi: 100
nor2b: 159
nand2b: 39
-- how the worst max path moves through the flow --
stage | startpoint | end | depth (start not counted)
final | img_1[7] | pe_inst.result[28] | 44
after global routing | img_5[7] | pe_inst.result[25] | 42
after CTS | img_1[7] | pe_inst.result[28] | 45
Power and IR drop assume default switching activity.
